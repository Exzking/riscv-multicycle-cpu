File: flow/config.mk
export PLATFORM = sky130hd
export DESIGN_NAME = regfile
export DESIGN_NICKNAME = regfile
export VERILOG_FILES = /design/flow/design.v
export SDC_FILE = /design/flow/constraint.sdc
export NUM_CORES = 4
export LEC_CHECK = 1
export CORE_UTILIZATION = 30
File: flow/constraint.sdc
current_design regfile

set clk_period 9.8
set clk_io_pct 0.2

create_clock -name clk0 -period $clk_period [get_ports {clk}]

set non_clock_inputs [all_inputs -no_clocks]
set_input_delay [expr $clk_period * $clk_io_pct] -clock clk0 $non_clock_inputs
set_output_delay [expr $clk_period * $clk_io_pct] -clock clk0 [all_outputs]
File: flow/design.v
module regfile(
  input  logic        clk,
  input  logic        we,
  input  logic [4:0]  rs1, rs2, rd,
  input  logic [31:0] wd,
  output logic [31:0] rd1, rd2
);
  logic [31:0] regs [31:0];
  assign rd1 = (rs1 == 0) ? 32'b0 : regs[rs1];
  assign rd2 = (rs2 == 0) ? 32'b0 : regs[rs2];
  always_ff @(posedge clk)
    if (we && rd != 0)
      regs[rd] <= wd;
endmodule
File: flow/run.sh
#!/bin/bash
# OpenROAD 26Q1-2900-gdf79404cd8, Yosys 0.63+post, stock flow scripts
make -C /OpenROAD-flow-scripts/flow DESIGN_CONFIG=/design/flow/config.mk WORK_HOME=/design/flow/orfs finish
==> run summary <==
Figures from the implementation reports.

- The share of cells above drive strength 1 reads a little over a quarter.
- The flip-flop count of the largest register after layout reads 1024.
- The max capacitance violation total reads 0.
- Global routing used 30.39% of the available met2 tracks.
- The fraction of met3 tracks used by global routing reads 17.88%.
- The finished layout holds 4899 standard cells, fillers aside.
- The commonest cells after synthesis are edfxtp_1 (1024), mux2i_1 (320), mux4_2 (316), clkbuf_1 (98), nand2_1 (85).
- Looking at the clock tree report, the maximum root-to-sink buffer count equals 3.
- The via count normalized by instance count reads 5.683.
- The launch point of the worst hold path is wd[22].
- The routed layout has 27840 vias.
- Setup repair after global routing left no endpoint under its margin.
- The library cell occupying the most area in the post-synthesis netlist is edfxtp_1.
- The peak fanout along the critical path is roughly 94.
- For this run, the number of Yosys warnings is 1.
- The largest net degree at the start of global routing is 95.
- The overall die height reads 401.6 um.
- Per the run report, area growth between synthesis and finish was 15.60%.
- The cell leakage power reads 17.73 nW.
- The max-slew violation count is 0.
- The transition time of the tightest slew-check pin is 0.9821 ns.
- The number of post-CTS setup repair buffers reads 0.
- Synthesis produced 2564 cells.
- The number of warning messages in the logs reads 26.
- The kind of launch point of the worst setup path reads a primary input.
- The endpoint of the worst hold path reads regs[5][22].
- The post-synthesis chip area from yosys is 47900 um2.
- The initial cell density of the core reads 30.25%.
- The highest-utilization routing layer at the global route stage reads met2.
- Yosys instantiated no cell more often than edfxtp_1.
- After synthesis the netlist holds a flip-flop and latch count of a little over 1000.
- In this run the core area contains between 100 and 150 standard-cell rows.
- In the final routed layout, each cell accounts on average for 31.85 um.
- The worst max-slew margin expressed relative to the limit is 34.37%.
- The final count of hold timing violations is 0.
- Yosys attributes the largest share of cell area to edfxtp_1 (64%), mux4_2 (15%), mux2i_1 (6.7%), mux4_1 (2.0%), mux2_2 (1.5%).
- The share of the clock period used by the worst path reads 76.62%.
- The die footprint reads 161300 um2.
- The global routing report lists met1 layer usage as 21.45%.
- The clock tree from TritonCTS is built.
- The number of stages on the worst hold path is 2.
- The maximum clock frequency reads 133.2 MHz.
- The final timing report counts setup violations totalling 0.
- The routed design could run at a clock period as short as 7.509 ns.
- The number of placed instances, taps included, is 4714.
- The total of hold buffers inserted after clock tree synthesis is 0.
- The data required time reported for the critical path is approximately 8 ns.
- The overall fraction of global-route tracks in use is 20.59%.
- The flow ran to the end, and the final reports show no timing, DRC or antenna violations.
- The number of antenna violations at the first check in global routing is 9.
- The number of global-route vias before repair reads between 30000 and 40000.
- The register name with the most flops is regs.
- The residual antenna-violating net count after detailed routing reads 0.
- The final hold slack is 2.063 ns.
- The proportion of synthesized chip area in sequential cells is 64.19%.
- Setup total negative slack on the finished layout was measured at 0 ns.
- The number of detailed-routing iterations run before antenna repair reads 7.
- Counting flops with an async set or reset pin after synthesis yields a share of 0%.
- The report lists the power per cell area as 176.5 nW/um2.
- In the final layout, the registers with the most flip-flops are regs (1024).
- Per the OpenROAD floorplan log, the area of the core is 158400 um2.
- The clock input transition at the sequential cells of the worst setup and hold paths reads 0.06 ns.
- The half-perimeter wire length after placement is 87010 um.
- The final wirelength is 156000 um.
- The area share of the leading cell type in the synthesized netlist reads 64.19%.
- The detailed router's first-iteration violation count is approximately 1700.
- CTS added clock buffers totalling 98.
- The post-synthesis cell area reads roughly 48000 um2.
- As logged by OpenROAD, the buffers inserted on ports number about 110.
- CTS built an H-tree with a depth of 3.
- The die is 401.6 um wide.
- In the Yosys stats the netlist draws on 39 distinct library cells.
- The placement summary gives the final routability congestion estimate as between 0.8 and 0.9.
- The clock root buffer reads clkbuf_16.
- Summed over all layers, the global routing overflow is 0.
- The highest supply drop recorded on VDD is around 0.00011 V.
- The number of clock sinks seen by CTS is 1024.
- Counting flops with a built-in enable in the synthesized netlist gives 1024.
- The kind of critical path is in2out.
- The main flop type reads edfxtp_1.
- The cell count listed in synth_stat.txt reads 2564.
- The kind of end point of the critical path is an output port.
- After clock tree synthesis, the repair step resized 0 gates.
- According to the I/O placement log, the pin count is 113.
- Per the post-synthesis stats, the area per cell is 18.68 um2.
- The most critical min-delay path falls under in2reg.
- The wire length of the first global-routing pass reads 219600 um.
- After detailed routing, the number of remaining DRC violations is 0.
- The arrival time at the worst endpoint is 5.55 ns.
==> cells by family after synthesis <==
kind of cell | share of synthesized area, %
other | 0.007828
flip-flops | 64.19
multiplexers | 25.02
AND/OR/NAND/NOR | 2.184
buffers and inverters | 2.445
AND-OR/OR-AND | 6.154
==> placed cells by master (no fill, tap or decap), drive strengths merged, types with 64 or more instances in the layout <==
cell type,synthesis,final
buf,115,160
o221ai,64,64
nand2,85,85
a22oi,64,64
a211oi,64,64
mux2,64,64
mux2i,320,320
mux4,352,352
clkbuf,100,115
edfxtp,1024,1024
clkdlybuf4s50,0,102
==> power breakdown <==
group / leakage (nW) / internal (mW) / switching (mW)
clock: 1.62 / 2.29 / 1.68
combinational: 6.86 / 0.380 / 0.519
sequential: 9.25 / 4.88 / 0.0260
total: 17.7 / 7.55 / 2.22
==> critical path, cell delays in order <==
cell	delay, ns
buf_8	0.49
buf_12	0.56
buf_4	0.74
mux2i_1	0.16
a221oi_1	0.30
o21ai_0	0.15
a311oi_1	0.48
clkdlybuf4s50_1	0.55
==> cell type report <==
cell class	count	area [um2]
fill	14500	103000
sequential	1024	30750
multi-input combinational	1354	16400
tap	2072	2592
clock buffer	115	2559
timing repair buffer	262	2290
clock inverter	68	768.2
inverter	2	10.01
antenna	2	5.005
==> how the worst max path moves through the flow <==
| stage | startpoint | to | cells after the start |
|---|---|---|---|
| after CTS | rs1[2] | rd1[24] | 8 |
| after global routing | rs1[2] | rd1[19] | 8 |
| final | rs1[2] | rd1[24] | 8 |
==> per-stage QoR <==
stage                     power (mW)  instance area [um2]  util [%]  setup WS (ns)
after floorplan                5.491                48020         -          4.470
after global placement         5.900                52040     32.86          2.138
after detailed placement       5.900                52040     32.86          2.224
after CTS                      9.822                55370     34.96          2.217
after global routing           10.03                55370     34.96          2.066
final                          9.774                55380     34.96          2.291
==> metal layers <==
metal,vias up,wire length [um]
met2,2132,71570
met4,24,5624
met1,14010,48190
met5,-,303
met3,307,30340
li1,11370,-
No activity file was given, so power comes from the tool's default toggle rates.
