==> design/flow/design.v <==
module dmem(
  input  logic        clk,
  input  logic        we,
  input  logic [31:0] addr,
  input  logic [31:0] wdata,
  output logic [31:0] rdata
);
  logic [31:0] mem [0:255];
  assign rdata = mem[addr[31:2]];
  always_ff @(posedge clk)
    if (we)
      mem[addr[31:2]] <= wdata;
endmodule
==> design/flow/run.sh <==
#!/bin/bash
# OpenROAD 26Q1-2900-gdf79404cd8, Yosys 0.63+post, stock flow scripts
make -C /OpenROAD-flow-scripts/flow DESIGN_CONFIG=/design/flow/config.mk WORK_HOME=/design/flow/orfs finish
==> design/flow/config.mk <==
export PLATFORM = sky130hd
export DESIGN_NAME = dmem
export DESIGN_NICKNAME = dmem
export VERILOG_FILES = /design/flow/design.v
export SDC_FILE = /design/flow/constraint.sdc
export NUM_CORES = 4
export LEC_CHECK = 1
export CORE_UTILIZATION = 30
export SYNTH_MEMORY_MAX_BITS = 65536
==> design/flow/constraint.sdc <==
current_design dmem

set clk_period 52.6
set clk_io_pct 0.2

create_clock -name clk0 -period $clk_period [get_ports {clk}]

set non_clock_inputs [all_inputs -no_clocks]
set_input_delay [expr $clk_period * $clk_io_pct] -clock clk0 $non_clock_inputs
set_output_delay [expr $clk_period * $clk_io_pct] -clock clk0 [all_outputs]
==> notes.md <==
fresh numbers from the pnr run: Worst Path Required=42.08 ns, Die Ht=between 1 and 1.5 mm, P_leak=0.1070 uW, Fin. Hold Viols=0, Gate power share=under 10%, CTS Buf Count=around 800, Slew Limit Headroom=approximately 8.6%, AO/OA Area Share=3.688%, I/O Pins=approximately 100, Hold Buf Count CTS=0, max reg flops=8192, cell row count=~370, XOR Share, Synth=0%, Vias=143500, clock tree buffer depth=4, Reg power frac=between 50% and 60%, status=completed, Hold Crit Depth=1, Die X=approximately 1.0 mm, Post-CTS Resized=0, gr usage total=between 10% and 20%, Slew Limit Fails=0, first-pass iteration count of the detailed router=6, Die Size=between 1000000 and 1500000 um^2, Worst Hold Class=input pin to register, # fillers=between 90000 and 100k, Crit-path slowest cell=o41ai_2, synth top area cells=edfxtp_1, mux4_2, a22oi_1, a21oi_1, clkbuf_1, Post-Syn Area per Cell=between 20 and 25 um^2, initial antenna violation count=39, drc violations=0, Post-Syn Area=just over 300000 um^2, Top logic family=multiplexers, Clock transition at path regs=approximately 0.06 ns, Yosys top cell by instances=edfxtp_1, CTS Sinks=roughly 8200, worst-margin pin slew=between 1 and 1.5 ns, Clock Power Share=40.9%, Flops after synth=approximately 8000, FP Core Util=30.07%, Crit path arrival time=approximately 19 ns, RSZ-0062 raised after global routing=no, distinct lib cells=21, CP endpoint kind=output pin, highest clock rate=around 0.034 GHz, crit-path most repeated cell=buf_4, pwr dens=between 30 and 40 nW/um^2, CTS tree=built, asr flop ratio synth=0%, Top FF cell, synth=edfxtp_1, Worst Slack Setup Final=about 23 ns, core box area=about 1000000 um^2, mux share=approximately 15%, startpoint types=input pin, hold path startpoint=wdata[3], peak fanout along the critical path=approximately 63, Post-synth EDFFs=8192, critical path type=input pin to output pin, post-layout min period=around 29 ns, first-pass GRT wire length=between 1000 and 1500 mm, NetSw=roughly 2800 uW, max cap viols=0, Max VDD drop=about 0.038 mV, Port Buffers=about 73, Placement Setup Slack=~23 ns, Final setup viols=0, largest net degree at the start of global routing=128, crit path cell chain=buf_16 > buf_4 > buf_4 > buf_4 > buf_4 > buf_4 > buf_4 > buf_4 > mux4_2 > a22oi_1 > a21oi_1 > o41ai_2 > buf_4 > nand4_1 > clkdlybuf4s50_1, Yosys top cell by area=edfxtp_1, vias per cell=5.062, Yosys Warn Count=1, final worst path period share=between 50% and 60%, post-synthesis cell count=~13000, area grow syn2layout=15.85%, Dominant cell area share=between 70 and 80%, vias in the first global route=about 160k, Yosys chip area=308400 um^2, initial drt markers=between 9000 and 10000, CP peak stage delay=0.75 ns, grt total ovfl=0, sequential fraction of the synthesis area=between 70% and 80%, Clk Tree Root Cell=clkbuf_16, Worst Hold Path EP=mem[124][3], Post-Route Setup TNS=0 ns, H-tree Lvls=6, Hold Slack=9.724 ns, Sw Ratio=around 21%, DR WL/cell=between 20 and 30 um, P_int=approximately 10000 uW, Tool Warnings=~53, Setup Buffers After CTS=0, adder-cell share of the synthesized area=0%, cell count in the Yosys report=~13000, gpl congestion=0.8984, top cells by count, synth=edfxtp_1, mux4_2, a22oi_1, routed wire length=around 800 mm, DP HPWL=about 460 mm, share of cells above drive strength 1=between 20% and 30%, simple-gate share of the synthesized area=less than 1%, DRT antenna net count=0
power groups by stage:
stage     sequential (uW)  combinational (uW)  clock (uW)
6_report             7200                 632        5420
5_1_grt              7200                 675        5750
4_1_cts              7200                 640        5510
routing by layer:
layer / track usage (%) / wire [um] / vias up
met5: 1.149 / 667 / -
met1: 16.40 / 236800 / 73270
met2: 25.34 / 384900 / 10050
met3: 14.58 / 153400 / 1347
met4: 6.794 / 41910 / 17
li1: - / - / 58820
cell usage in the layout (no fill, tap or decap), types with 4 or more instances in the layout:
master	Yosys	layout
inv_6	0	8
clkbuf_1	498	223
clkinv_8	0	14
buf_4	21	828
clkdlybuf4s50_1	0	39
clkinv_16	0	20
clkbuf_16	0	808
inv_16	0	15
nand2_2	0	12
clkinvlp_4	0	8
clkinv_1	0	220
edfxtp_1	8192	8192
nor3_2	0	30
nand4_1	32	32
o41ai_2	0	89
nand2_1	28	12
bufinv_16	0	33
a21oi_1	512	511
nor2_4	0	228
nor2b_4	0	4
o41ai_1	128	37
nor2_1	232	4
buf_12	0	16
buf_8	0	32
nand2b_1	6	4
nand3_4	0	8
mux4_2	2048	2048
nand2_4	0	4
clkinv_2	0	127
a22oi_1	1024	1024
diode_2	0	44
stage by stage:
| step | total power [uW] | util [%] | instances | cell area (um^2) |
|---|---|---|---|---|
| after floorplan | 7640 | - | 13060 | 308400 |
| after CTS | 13350 | 34.83 | 28310 | 357100 |
| final | 13250 | 34.84 | 28350 | 357200 |
| after detailed placement | 7975 | 32.41 | 26830 | 332300 |
| after global routing | 13630 | 34.84 | 28340 | 357200 |
| after global placement | 7966 | 32.41 | 26830 | 332300 |
area by class of cell:
class | count | area, um^2 | share of cell area (%)
diodes | 44 | 110.1 | 0.03082
clock buffers | 1031 | 21060 | 5.894
clock inverters | 447 | 3731 | 1.044
inverters | 1 | 3.754 | 0.001051
multi-input cells | 4066 | 61800 | 17.30
flip-flops and latches | 8192 | 246000 | 68.86
well taps | 13650 | 17080 | 4.781
repair buffers | 917 | 7462 | 2.089
kinds of logic (layout without fill, tap and decap cells):
kind of cell           count (synthesis)  in the layout
other                                  0             44
buffers and inverters                797           2396
AOI/OAI and AO/OA                   1664           1664
and+or+nand+nor                      354            354
muxes                               2048           2048
DFF                                 8192           8192
worst max-delay path, delay by kind of cell:
family | cells | cell delay (ns)
multiplexers | 1 | 0.62
AND-OR/OR-AND | 3 | 1.09
buffers and inverters | 10 | 5.58
AND/OR/NAND/NOR | 1 | 0.69
how the worst max path moves through the flow:
stage / start / cells past startpoint / endpoint
final: addr[2] / 15 / rdata[15]
after CTS: addr[2] / 15 / rdata[15]
after global routing: addr[2] / 15 / rdata[15]
Power and IR drop assume default switching activity.
