--- flow/design.v ---
module controller_fsm(
  input  logic clk,
  input  logic rst_n,
  input  logic [6:0] opcode,
  input  logic [2:0] funct3,
  input  logic [6:0] funct7,
  input  logic       zero,
  output logic ir_write,
  output logic pc_write,
  output logic pc_write_cond,
  output logic reg_write,
  output logic mem_write,
  output logic mdr_write,
  output logic a_write,
  output logic b_write,
  output logic aluout_write,
  output logic [1:0] alu_src_a,
  output logic [1:0] alu_src_b,
  output logic [1:0] pc_src,
  output logic [1:0] wd_src,
  output logic [3:0] alu_ctrl
);
  localparam [6:0] OP_RTYPE  = 7'b0110011;
  localparam [6:0] OP_ITYPE  = 7'b0010011;
  localparam [6:0] OP_LOAD   = 7'b0000011;
  localparam [6:0] OP_STORE  = 7'b0100011;
  localparam [6:0] OP_BRANCH = 7'b1100011;
  localparam [2:0] F3_ADD_SUB = 3'b000;
  localparam [2:0] F3_AND     = 3'b111;
  localparam [2:0] F3_OR      = 3'b110;
  localparam [6:0] F7_SUB     = 7'b0100000;
  localparam [6:0] OP_JAL = 7'b1101111;
  localparam ALU_ADD = 4'd0;
  localparam ALU_SUB = 4'd1;
  localparam ALU_AND = 4'd2;
  localparam ALU_OR  = 4'd3;
  typedef enum logic [3:0] {
    FETCH, DECODE, MEMADR, MEMRD, MEMWB,
    MEMWR, RTYPEEX, RTYPEWB,
    BEQEX, ADDIEX, ADDIWB
  } state_t;
  state_t state, next;
  always_comb begin
    ir_write=0; pc_write=0; pc_write_cond=0; 
    reg_write=0; mem_write=0; 
    mdr_write=0; a_write=0; b_write=0; aluout_write=0;
    alu_src_a=0; alu_src_b=0; pc_src=0; wd_src=0; 
    alu_ctrl=ALU_ADD;
    next = state;
    case (state)
      FETCH: begin
        ir_write = 1; pc_write = 1; alu_src_b = 2'd1; next = DECODE;
      end
      DECODE: begin
        a_write = 1; b_write = 1; alu_src_b = 2'd2; aluout_write = 1;
        case (opcode)
          OP_LOAD, OP_STORE: next = MEMADR;
          OP_RTYPE:          next = RTYPEEX;
          OP_BRANCH:         next = BEQEX;
          OP_ITYPE:          next = ADDIEX;
          default:           next = FETCH;
        endcase
      end
      MEMADR: begin
        alu_src_a = 2'd1; alu_src_b = 2'd2; aluout_write = 1;
        next = (opcode == OP_LOAD) ? MEMRD : MEMWR;
      end
      MEMRD: begin
        mdr_write = 1; next = MEMWB;
      end
      MEMWB: begin
        reg_write = 1; wd_src = 2'd1; next = FETCH;
      end
      MEMWR: begin
        mem_write = 1; next = FETCH;
      end
      RTYPEEX: begin
        alu_src_a = 2'd1;
        if (funct3 == F3_ADD_SUB) alu_ctrl = (funct7 == F7_SUB) ? ALU_SUB : ALU_ADD;
        else if (funct3 == F3_AND) alu_ctrl = ALU_AND;
        else if (funct3 == F3_OR)  alu_ctrl = ALU_OR;
        aluout_write = 1; next = RTYPEWB;
      end
      RTYPEWB: begin
        reg_write = 1; next = FETCH;
      end
      BEQEX: begin
        alu_src_a = 2'd1; alu_ctrl = ALU_SUB; pc_write_cond = 1; pc_src = 2'd1; next = FETCH;
      end
      ADDIEX: begin
        alu_src_a = 2'd1; alu_src_b = 2'd2; aluout_write = 1; next = ADDIWB;
      end
      ADDIWB: begin
        reg_write = 1; next = FETCH;
      end
    endcase
  end
  always_ff @(posedge clk or negedge rst_n)
    if (!rst_n) state <= FETCH;
    else state <= next;
endmodule
--- flow/run.sh ---
#!/bin/bash
# OpenROAD 26Q1-2900-gdf79404cd8, Yosys 0.63+post, stock flow scripts
make -C /OpenROAD-flow-scripts/flow DESIGN_CONFIG=/design/flow/config.mk WORK_HOME=/design/flow/orfs finish
--- flow/config.mk ---
export PLATFORM = sky130hd
export DESIGN_NAME = controller_fsm
export DESIGN_NICKNAME = controller_fsm
export VERILOG_FILES = /design/flow/design.v
export SDC_FILE = /design/flow/constraint.sdc
export NUM_CORES = 4
export LEC_CHECK = 1
export CORE_AREA = 10 10 77 77
export DIE_AREA = 0 0 87 87
--- flow/constraint.sdc ---
current_design controller_fsm

set clk_period 2.0
set clk_io_pct 0.2

create_clock -name clk0 -period $clk_period [get_ports {clk}]

set non_clock_inputs [all_inputs -no_clocks]
set_input_delay [expr $clk_period * $clk_io_pct] -clock clk0 $non_clock_inputs
set_output_delay [expr $clk_period * $clk_io_pct] -clock clk0 [all_outputs]
==> reports/summary.log <==
INFO  critical_path  path_max_fanout=2
INFO  yosys          enable_flop_cells=0
INFO  floorplan      top_level_ports=41
INFO  grt            gr-usage-all-layers=0.0407
INFO  yosys          synth-seq-cells=11
INFO  yosys          netlist-cell-type-count=23
INFO  yosys          synth-async-reset-ratio=1.00
INFO  sta            worst_clock_skew=0.00116ns
INFO  drt            drt_first_iter_violations=12
INFO  yosys          synthCells=51
INFO  sta            period_needed=1.94ns
INFO  yosys          ys_cells=51
INFO  place          place.port_buffers=34
INFO  floorplan      fp.dieW=87um
INFO  power_and_ir_drop cellLeakagePower=0.467nW
INFO  yosys          ys_dominant_reg_cell=dfrtp_1
INFO  drt            avgViaCountPerCell=3.44
INFO  layout         registers.top_by_ff_count=state
INFO  grt            grt_antenna_before_repair=0
INFO  min_path       whs_path_depth=0
INFO  drt            num_antenna_cells=0
INFO  yosys          top_cell_area_share=0.455
INFO  layout         number_of_flip_flops_under_the_largest_register_name=11
INFO  drt            num_vias=482
INFO  cts            clock-sinks=11
INFO  cts            clk_latency=0.23ns
INFO  critical_path  number_of_cell_instances_on_the_worst_register_to_register_path=3
INFO  floorplan      die_h=87um
INFO  cts            tritoncts=yes
INFO  critical_path  worst_endpoint_data_arrival_time=1.54ns
INFO  critical_path  r2r-end=state[0]
INFO  critical_path  critical_path_required=1.60ns
INFO  grt            grt_start_max_net_pins=12
INFO  cts            cts-root-buf=clkbuf_8
INFO  yosys          mappedNetlistArea=551um2
INFO  power_and_ir_drop powerDensity=581nW/um2
INFO  sta            max_clock_freq=516MHz
INFO  yosys          synth-area-yosys=551um2
INFO  sta            period_used_share=0.969
INFO  power_and_ir_drop vdd.ir_drop.worst=0.169mV
INFO  yosys          ys_seq_share=0.502
INFO  cts            number_of_buffers_inserted_during_clock_tree_synthesis=3
INFO  drt            wl_per_cell=11.6um
INFO  critical_path  critical_path.endpoint_type=output port
INFO  yosys          yosysWarnings=1
INFO  grt            vias_in_the_first_global_route=543
INFO  min_path       timing.hold.worst.start=state[9]
INFO  place          gpl.final_weighted_congestion=0.733
INFO  min_path       hp-class=flip-flop to flip-flop
INFO  floorplan      coreArea=4350um2
INFO  floorplan      die_area=7570um2
INFO  drt            detail-route-antenna-nets=0
INFO  layout         biggestRegsByFlops=state (11)
INFO  power_and_ir_drop post-layout-total-power=582uW
INFO  grt            grt_pass1_wl=2500um
INFO  drt            detail_route.first_pass.iterations=4
INFO  job            openroad.warnings=26
INFO  cts            cts.hold.buffers_added=0
INFO  drt            post-route-drc-count=0
INFO  critical_path  crit_type=input pin to output port
INFO  sta            final-hold-violation-count=0
INFO  cts            h-tree-depth=1
INFO  run_status     status=complete, no violations
INFO  layout         layout-area-overhead-vs-synth=81.8%
INFO  sta            setup_violations=0
INFO  layout         num-fill-cells=440
INFO  layout         post_route_cells_drive_above_1_share=0.182
INFO  cts            clk_transition_reported_paths=0.05ns
INFO  yosys          synthTopCellsByArea=dfrtp_1 45%, buf_4 12%, nand4bb_4 5.0%, dfstp_2 4.8%, nor4b_4 4.3%
INFO  critical_path  timing.reg2reg.setup_slack=0.88ns
INFO  min_path       worst_hold_path.endpoint=state[2]
INFO  sta            setup-tns-final=0ns
INFO  job            max-cap-violations=0
INFO  sta            grt_setup_unrepaired=false
INFO  yosys          avg_synthesized_cell_area=10.8um2
INFO  floorplan      floorplan.initialDensity=0.126
INFO  critical_path  critical_r2r_launch=state[2]
INFO  cts            cts_buffer_depth=2
INFO  place          half_perimeter_wire_length_of_the_detailed_placement_result=1350um
INFO  sta            timing_max_transition_violations_final=0
INFO  floorplan      num_rows=24
INFO  yosys          yosysTopAreaCell=dfrtp_1
INFO  grt            overflow=0
INFO  drt            route.final.wire_length=1630um
INFO  critical_path  critical_path.startpoint_type=input pin
## layout by cell type (no fill, tap or decap), drive strengths merged, types with 3 or more instances in the layout
master	netlist	layout
clkdlybuf4s50	0	28
dfrtp	10	10
conb	1	5
buf	9	5
nor3	4	4
dlygate4sd2	0	4
clkbuf	1	4
nor2	3	3
nand2	3	3
## cell families (layout without fill, tap and decap cells)
family	Yosys count	after routing	share of synthesized area
and+or+nand+nor	23	23	0.307
buffers and inverters	12	45	0.143
DFF	11	11	0.502
AOI/OAI and AO/OA	4	4	0.0409
other	1	5	0.00681
## routing by layer
layer	vias to the layer above	track usage	share of wire
li1	232	-	-
met1	210	0.0567	0.45
met2	38	0.0486	0.34
met3	2	0.0321	0.20
met4	0	0.00442	0.0049
met5	-	0	0
## stage by stage
stage / hold slack, ns / setup slack (ns) / std cells / area, um2 / util
CTS: 0.382 / 0.0215 / 140 / 990 / 0.227
global route: 0.392 / 0.0194 / 140 / 1000 / 0.230
finish: 0.377 / 0.0627 / 140 / 1000 / 0.230
detailed placement: 0.371 / -0.154 / 131 / 900 / 0.207
global placement: 0.368 / -0.148 / 131 / 900 / 0.207
floorplan: 0.104 / 0.717 / 55 / 566 / -
## synthesized netlist by cell type (2+ instances only)
cell type and count:
inv_1 2, and3_1 2, nor2_1 3, buf_4 9
nand2_1 3, a21oi_1 2, dfrtp_1 10, nor3_1 4
or3_1 2
## worst max-delay path, stage by stage
cell and delay (ns):
clkdlybuf4s50_1 0.49, and3_1 0.18, clkdlybuf4s50_1 0.46
## worst max path at each step
stage	from	end	cells after the start
after global routing	funct7[3]	alu_ctrl[0]	5
final	funct3[2]	alu_ctrl[1]	3
after CTS	state[7]	alu_src_a[0]	3
## timing repair
action / CTS / global route
gates resized: 7 / 3
endpoints found under the setup margin: 3 / 2
pin swaps: 5 / 3
buffers inserted: 5 / 0
## layout make-up
type                            instances  area [um2]  share of cell area
Inverter                                2        7.51             0.00750
Multi-Input combinational cell         32         228               0.227
Sequential cell                        11         278               0.277
Tap cell                               52        65.1              0.0650
Timing Repair Buffer                   39         378               0.377
Clock buffer                            4        45.0              0.0450
## power breakdown
part           switching, mW  internal, mW  total, mW  leakage [nW]
Sequential           0.00772         0.237      0.244         0.148
Combinational         0.0329        0.0891      0.122         0.297
Clock                 0.0761         0.139      0.215        0.0228
Total                  0.117         0.465      0.582         0.467
Power figures rest on the tool's default switching activity, not on a simulated workload.
